--- flow/design.v ---
module MU0_try (input   Clk, 
                input   reset,
		            input   [15:0] DIn,
                output  reg [11:0] Addr,
                output  reg Wr, 
                output  reg Rd,
                output  reg Halted,
		            output  reg [11:0] PC,
                output  reg [15:0] IR,
                output  reg [15:0] Acc,
                output  reg [15:0] DOut);
reg current_state;
reg [11:0]PC_value;
reg [15:0]IR_value;
reg [15:0]Acc_value;
always@(posedge Clk, posedge reset)
begin
  if (reset)
    begin
      current_state <= 0;
    end
  else
    begin
    if(!Halted)
      if(!current_state)
        current_state <= 1;
      else 
        current_state <= 0;
    end
end
always@(posedge Clk, posedge reset)    
begin
  if (reset)
    IR <= 0;
  else if(!current_state)
    IR <= IR_value;
end
always@(posedge Clk, posedge reset)   
begin
  if (reset)
    PC <= 0;
  else
    PC <= PC_value;
end
always@(posedge Clk, posedge reset)   
begin
  if (reset)
    Acc <= 0;
  else if(current_state)
    Acc <= Acc_value;
end
always@(*)
  if(!current_state)      
    begin
      Rd=1;
      Wr=0;
      Addr = PC;
      Halted = 0;
      IR_value = DIn;
      PC_value = PC +1;
      Acc_value = 'hxxxx;
    end 
  else                
    begin
      case(IR[15:12])
      0: begin       
        Addr = IR[11:0];
	      Acc_value = DIn;
	      Halted = 0;
	      Rd=1;
              Wr=0;
	      IR_value = 'hxxxx;
	      PC_value = 'hxxxx;
      end
      1: begin    
        Wr=1;
        Addr = IR[11:0];
	      DOut = Acc;
	      Halted = 0;
	      Rd=0;
        Wr=1;
	      Acc_value = 'hxxxx;
	      IR_value = 'hxxxx;
	      PC_value = 'hxxxx;
      end
      2: begin    
        Addr = IR[11:0];
	      Acc_value = Acc + DIn;
	      Halted = 0;
	      Rd=1;
        Wr=0;
	      IR_value = 'hxxxx;
	      PC_value = 'hxxxx;
      end
      3: begin    
        Addr = IR[11:0];
	      Acc_value = Acc - DIn;
	      Halted = 0;
	      Rd=1;
        Wr=0;
	      PC_value = 'hxxxx;
	      IR_value = 'hxxxx;
      end
      4: begin   
        PC_value = IR[11:0];
        Halted = 0;
	      Rd=0;
        Wr=0;
        Addr = 'hxxx;
        Acc_value = 'hxxxx;
        IR_value = 'hxxxx;
	    end
      5: begin  
        if(Acc>=0) PC_value = IR[11:0];
	       Halted = 0;
	       Addr = 'hxxx;
	       Acc_value = 'hxxxx;
	       IR_value = 'hxxxx;
	       Rd=0;
         Wr=0;
      end
      6: begin  
        if(Acc!=0) PC_value = IR[11:0];
        Halted = 0;
        Rd=0;
        Wr=0;
        Addr = 'hxxx;
        Acc_value = 'hxxxx;
        IR_value = 'hxxxx;
	    end
      7: begin  
        Halted = 1;
	      Rd=0;
        Wr=0;
        Addr = 'hxxx;
	      Acc_value = 'hxxxx;
	      IR_value = 'hxxxx;
	      PC_value = 'hxxxx;
	    end
    endcase
  end
endmodule
--- flow/run.sh ---
#!/bin/bash
# OpenROAD 26Q1-2900-gdf79404cd8, Yosys 0.63+post, stock flow scripts
make -C /OpenROAD-flow-scripts/flow DESIGN_CONFIG=/design/flow/config.mk WORK_HOME=/design/flow/orfs finish
--- flow/config.mk ---
export PLATFORM = sky130hd
export DESIGN_NAME = MU0_try
export DESIGN_NICKNAME = MU0_try
export VERILOG_FILES = /design/flow/design.v
export SDC_FILE = /design/flow/constraint.sdc
export NUM_CORES = 4
export LEC_CHECK = 1
export CORE_UTILIZATION = 40
--- flow/constraint.sdc ---
current_design MU0_try

set clk_period 3.8
set clk_io_pct 0.2

create_clock -name clk0 -period $clk_period [get_ports {Clk}]

set non_clock_inputs [all_inputs -no_clocks]
set_input_delay [expr $clk_period * $clk_io_pct] -clock clk0 $non_clock_inputs
set_output_delay [expr $clk_period * $clk_io_pct] -clock clk0 [all_outputs]
==> summary.txt <==
The layout was made with Yosys and OpenROAD.

Yosys stat counts 431 cells in the synthesized netlist. The I/O pin total is 93. Dividing the detail-routed wire length by the instance count gives 15.1 um. The gate family responsible for the most delay along the worst path is buffers and inverters. After synthesis, the chip area reported by Yosys is 4250 um2. The area of the mapped netlist is 4250 um2. The global-route wire length before repair is 16200 um. The count of state elements after synthesis is 120. The clock insertion delay at the later pin of the skew report is 300 ps.

Looking at the clock tree report, the root buffer type is clkbuf_8. The delay contributed by the slowest stage of the critical path is 560 ps. The number of gates resized after CTS is 0. The worst endpoint required time is 3040 ps.

The total setup buffers inserted after CTS is 0. The post-detailed-route count of antenna-violating nets is 0. For this run the detailed placement stage logged an HPWL of 7460 um.

The multi-input combinational cells in the finished layout cover a total of 1820 um2. Input and output buffers added on the ports amount to 92. The final number of hold-violating endpoints is 0. The setup TNS is 0 ps. The number of hold buffers added after cts is 0. The data arrival time reported for the critical path is 1350 ps. The count of H-tree levels built during CTS is 2. The die is 105 um tall. The number of antenna violations at the first check in global routing was 0. The final power report lists total power as 0.00391 W.

The number of design-rule violations left by the first detailed-router iteration is 126. The synthesized design devotes to its leading area cell type 26.5% of total area. The filler cells instantiated in the layout total 907. The dominant cell type by area after synthesis is dfrtp_1. The max-slew violation count is 0.

The number of setup violations in the final report is 0. The final weighted congestion of routability-driven global placement is 0.858. The initial standard-cell utilization of the core is 41.1%. The run finished with clean final reports.

TritonCTS built the clock tree. The timing report gives the clock slew at the launch and capture registers of the worst setup and hold paths as 90 ps. Summing over every cut layer, the via total after detailed routing is 3232. The maximum clock skew at final layout is 6.49 ps. The initialized floorplan defines 37 standard-cell rows. Entering global routing, the biggest net connects 46 pins. The count of endpoints without a timing constraint is 118.

The buffering stage count on the worst path with inverters included is 1. The average cell area after synthesis is 9.85 um2. Max-cap violations in this run came to 0. The layout-stage area growth over the synthesis result is 28.1%. The via count of the first global-routing pass is 3147. The share of cells above drive strength 1 is 7.65%. The worst path needs 2110 ps of the cycle, external delays included. The endpoint type of the worst setup path is an output port.

The timer found 75 register pins that no clock reaches; their paths are not timed. The total global-route track usage is 19.3%. The horizontal die dimension reported for this design is 105 um. The layout report lists the combined flip-flop and latch area as 2250 um2.

The netlist uses 45 different library cells. Along the worst path, the maximum fanout reaches 9. The TritonCTS buffer count is 5. The transition at the pin with the smallest max-transition slack is 748 ps. The total number of warnings across the stage logs is 25. The worst setup path is launched from a register. The floorplan step defined a die boundary enclosing 11000 um2. The tightest min-delay check is of the reg2reg type.

The clock passes through at most 2 buffers. For reference, the top cells by area after synthesis are dfrtp_1 (27%), dlxtn_1 (27%), o21ai_0 (6.2%), xnor2_1 (5.4%), mux2_2 (5.0%). The maximum vdd ir drop is 0.359 mV. After global routing the overflow that remains totals 0. For this run, design rule violations remaining after detail routing come to 0. Setup slack closes at 1690 ps. Power spread over the standard cell area amounts to 718 nW/um2. The static leakage is 2.42 nW.

The first-pass detailed-route iteration total is 4. The final timing summary puts the cycle share of the worst path at 55.4%. The worst pin sits at a relative slew slack of 50.0%. The area of the core region is 10300 um2. Setup repair after global routing left no endpoint under its margin.

Per STA, the worst path is made up of clkdlybuf4s50_1. 0 antenna diodes ended up in the layout. The fmax is 475 MHz. The number of warning messages in the yosys log is 1. The classification of the worst setup path is reg2out. Timing analysis after detailed placement gives a worst setup slack of 1880 ps. Per the post-synthesis report, the number of cells in the design is 431. The cell at the slowest stage of the critical path is clkdlybuf4s50_1.

Per the detailed-route log, wirelength across all metal layers totals 9950 um. The post-detailed-route via-to-cell ratio is 4.90.
[kinds of logic (layout without fill, tap and decap cells)]
| family | count (synthesis) | in the layout | synth area share [%] |
|---|---|---|---|
| AND-OR/OR-AND | 94 | 94 | 12.7 |
| AND/OR/NAND/NOR | 93 | 93 | 11.3 |
| latches | 75 | 75 | 26.5 |
| buffers and inverters | 47 | 139 | 4.15 |
| flip-flops | 45 | 45 | 26.5 |
| XOR/XNOR | 39 | 39 | 8.04 |
| multiplexers | 20 | 20 | 5.27 |
| adder cells (fa/ha/maj) | 18 | 18 | 5.48 |
[flip-flops by register name, indices dropped and copies added, names as in the netlist]
name / flops
Wr: 1
Halted: 1
IR: 16
PC: 12
IR_value: 16
current_state: 1
Acc: 16
Addr: 12
PC_value: 12
DOut: 16
Acc_value: 16
Rd: 1
[final timing paths]
| check | from | endpoint | slack (ps) | depth (start not counted) |
|---|---|---|---|---|
| setup / recovery | IR[15]$_DFFE_PP0N_ | IR[15] | 1690 | 1 |
| hold / removal | IR[3]$_DFFE_PP0N_ | IR[3]$_DFFE_PP0N_ | 530 | 2 |
| setup reg to reg | current_state$_DFFE_PP0N_ | Acc[1]$_DFFE_PP0P_ | 2050 | 2 |
| hold reg to reg | IR[3]$_DFFE_PP0N_ | IR[3]$_DFFE_PP0N_ | 530 | 2 |
| max in group asynchronous | reset | IR[8]$_DFFE_PP0N_ | 2260 | 3 |
| min in group asynchronous | reset | PC[2]$_DFF_PP0_ | 830 | 2 |
[cell type report]
cell class	count	area share (%)
Multi-Input combinational cell	264	33.4
Clock inverter	2	0.690
Clock buffer	6	1.52
Inverter	36	2.48
Tap cell	136	3.13
Timing Repair Buffer	95	17.3
Sequential cell	120	41.4
[layout by cell type, fill, tap and decap left out, types with 13 or more instances in the layout]
cell type / synthesis / layout
ha_1: 17 / 17
mux2_2: 19 / 19
nor2_1: 15 / 15
clkdlybuf4s50_1: 0 / 92
dlxtn_1: 75 / 75
inv_1: 36 / 35
xnor2_1: 26 / 26
xor2_1: 13 / 13
nand2_1: 41 / 41
a21oi_1: 18 / 18
dfrtp_1: 45 / 44
o21ai_0: 53 / 53
[power breakdown]
group,total [W],internal (W),switching [W]
clock network,0.000385,0.000214,0.000171
logic,0.00207,0.00114,0.000937
registers,0.00145,0.00112,0.000325
[Yosys cell counts, drive strengths merged]
library cell	count
dlxtn	75
o21ai	53
dfrtp	45
nand2	41
inv	36
xnor2	26
a21oi	19
mux2	19
ha	17
nor2	15
xor2	13
clkbuf	8
nor3	8
nor4	8
nand3	6
a31oi	5
a21o	4
buf	3
o31ai	3
a221oi	2
and2	2
nand2b	2
nor2b	2
o211ai	2
a2111o	1
a211oi	1
a311oi	1
a41oi	1
and3	1
and4	1
fa	1
mux2i	1
nand4	1
nand4b	1
nor3b	1
nor4b	1
nor4bb	1
o21a	1
o21bai	1
or2	1
or4	1
[per-stage QoR]
stage	hold WS, ps	util (%)	cell area (um2)	cells
floorplan	456	-	4250	431
global placement	511	51.5	5320	651
detailed placement	512	51.5	5320	651
CTS	539	52.7	5440	659
global route	588	52.7	5440	659
finish	527	52.7	5440	659
[routing by layer]
metal  global-route usage (%)  wire length (um)  vias up
met5                        0                 0        -
met4                     2.21               131        0
met3                     2.41               440       11
met2                     29.4              4400       90
met1                     31.8              4980     1484
li1                         -                 -     1647
Power and IR drop assume default switching activity.
